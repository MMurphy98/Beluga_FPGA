--- design.v ---
module dig_main_basic_16x16#(
      parameter NUM_RC_POW = 4,      
      parameter WORD_WIDTH = 18,
      parameter ADC_BITS   = 18,
      parameter BIT_SETTLE = 4,
      parameter ROTAT_LOCA = 17,
      parameter ADC_INT_LOCA = 16
      )
   (  
	  inout   vddd,
	  inout   gndd,  
      input    clk_ext,
      input    rstb_ext,
      input    adc_data_ready,
      input    signed [ADC_BITS-1:0] din_adc,
      output   adc_ena,
      output   [2**NUM_RC_POW-1:0] row_sel, 
      output   [2**NUM_RC_POW-1:0] col_sel, 
      input    spi_fpga_wait,
      input    spi_si_ena,
      input    din_4_fpga,
      output   spi_so_flag,                   
      output   dout_2_fpga
      );
   localparam  IDLE     = 0,
               SERIN    = 1,          
               PSEL     = 2,          
               WFD      = 3,          
               PARIN    = 4,          
               SEROUT   = 5;          
   reg [2:0]  ss, ss_next;  
   reg [WORD_WIDTH-1:0] data_shift;
   reg [2*NUM_RC_POW-1:0] addr_sel;
   reg rotate_flag,addr_flag,adc_ext_flag;
   reg din_4_fpga_L1;
   reg [BIT_SETTLE-1:0] settle_period,hold_period;
   reg [2*BIT_SETTLE:0] cnt_settle;
   reg adc_ena_reg_Lx,adc_ena_reg;
   reg [4:0] cnt_spi_out;
   wire [2*NUM_RC_POW-1:0] addr_4_spi;
   reg dout_2_fpga_reg;
   reg spi_so_flag_reg;
   always @(posedge clk_ext or negedge rstb_ext) begin : ss_tran
      if(rstb_ext == 1'b0) begin
         ss <= IDLE;
      end else if(clk_ext == 1'b1) begin
         ss <= ss_next;
      end
   end
   always @(ss,spi_si_ena,adc_ext_flag,adc_data_ready,cnt_spi_out,spi_fpga_wait) begin : ss_calu
      ss_next = ss;
      case (ss)
         IDLE:       if(spi_si_ena == 1'b1) 
                        ss_next = SERIN;
         SERIN:      if(spi_si_ena == 1'b0)
                        ss_next = PSEL;                           
         PSEL:       ss_next = WFD;                           
         WFD:        if (adc_ext_flag == 1'b1)
                        ss_next = IDLE;
                     else if (adc_data_ready == 1'b1)      
                        ss_next = PARIN;                   
         PARIN:      if (spi_fpga_wait == 1)
                        ss_next = SEROUT;
         SEROUT:     if(cnt_spi_out == ADC_BITS-1)
                        ss_next = WFD;
         default :   ss_next = IDLE;
      endcase
   end
   task signal_reset;
      begin 
         data_shift <=0;
         rotate_flag <= 0;
         settle_period <= 0;
         hold_period <= 0;
         addr_sel <= {2*NUM_RC_POW{1'b0}};   
         cnt_spi_out <=0 ;
         din_4_fpga_L1 <= 1'b0;
         addr_flag <= 0;
         adc_ext_flag <= 0;
         dout_2_fpga_reg <= 1'b0;
         adc_ena_reg <= 1'b0;
         adc_ena_reg_Lx <= 1'b0;
         spi_so_flag_reg <= 1'b0;
      end
   endtask
   task call_adc;
      begin
      end
   endtask
   always @(posedge clk_ext or negedge rstb_ext) begin : proc_
      if(rstb_ext == 1'b0) begin
         signal_reset;
      end else if(clk_ext == 1'b1) begin
         case (ss)
            IDLE: begin
               signal_reset;
            end
            SERIN: begin
               data_shift[0] <= din_4_fpga_L1;
               data_shift[WORD_WIDTH-1:1] <= data_shift[WORD_WIDTH-2:0];
            end
            PSEL: begin 
                  addr_sel <= addr_4_spi;                             
                  settle_period <= data_shift[2*NUM_RC_POW+BIT_SETTLE-1:2*NUM_RC_POW];
                  hold_period <= data_shift[2*NUM_RC_POW+2*BIT_SETTLE-1:2*NUM_RC_POW+BIT_SETTLE];
                  rotate_flag <= data_shift[ROTAT_LOCA];              
                  if (data_shift[ADC_INT_LOCA]) begin                      
                     adc_ena_reg <= 1'b1;                                
                  end else begin
                     adc_ext_flag <= 1'b1;
                  end
            end   
            WFD: begin
               spi_so_flag_reg <= 0;
               addr_flag <= 0;
               cnt_spi_out <=0;
            end  
            PARIN: begin
               data_shift <= 0;
               data_shift[WORD_WIDTH-1:WORD_WIDTH-ADC_BITS] <= din_adc;  
               adc_ena_reg <= 0;
            end     
            SEROUT: begin
               spi_so_flag_reg <= 1'b1;
               dout_2_fpga_reg <= data_shift[WORD_WIDTH-1];
               data_shift[WORD_WIDTH-1:1] <= data_shift[WORD_WIDTH-2:0];
               data_shift[0] <= 1'b0;
               cnt_spi_out <= cnt_spi_out+1;
               adc_ena_reg <= 1;
            end
            default : signal_reset;
         endcase
         din_4_fpga_L1 <= din_4_fpga;
      end
   end
   assign addr_4_spi = data_shift[2*NUM_RC_POW-1:0];
   always @(posedge clk_ext or negedge adc_ena_reg) begin
      if (adc_ena_reg == 0) begin
         adc_ena_reg_Lx <= 0;
         cnt_settle <= 0;
         addr_flag <= 0;
      end
      else if (clk_ext == 1'b1) begin
            cnt_settle <= cnt_settle + 1;
         if (cnt_settle == settle_period) begin
            adc_ena_reg_Lx <= 1;
         end
         if (cnt_settle == settle_period+hold_period && addr_flag == 0) begin
            addr_sel <= addr_sel+1;
            addr_flag <= 1;
         end
      end
   end
   reg [2**NUM_RC_POW-1:0] row_sel_reg;
   reg [2**NUM_RC_POW-1:0] col_sel_reg;
   always @(addr_sel) begin : proc_row_decoder
      row_sel_reg = {2**NUM_RC_POW{1'b0}};
      row_sel_reg[addr_sel[2*NUM_RC_POW-1:NUM_RC_POW]] = 1'b1;
   end
   always @(addr_sel) begin : proc_col_decoder
      col_sel_reg = {2**NUM_RC_POW{1'b0}};
      col_sel_reg[addr_sel[NUM_RC_POW-1:0]] = 1'b1;
   end
   assign row_sel = row_sel_reg;
   assign col_sel = col_sel_reg;
   assign adc_ena = adc_ena_reg_Lx;
   assign dout_2_fpga = dout_2_fpga_reg;
   assign spi_so_flag = spi_so_flag_reg;
endmodule
--- run.sh ---
#!/bin/bash
# OpenROAD 26Q1-2900-gdf79404cd8, Yosys 0.63+post, stock flow scripts
make -C /OpenROAD-flow-scripts/flow DESIGN_CONFIG=/design/flow/config.mk WORK_HOME=/design/flow/orfs finish
--- config.mk ---
export PLATFORM = sky130hd
export DESIGN_NAME = dig_main_basic_16x16
export DESIGN_NICKNAME = dig_main_basic_16x16
export VERILOG_FILES = /design/flow/design.v
export SDC_FILE = /design/flow/constraint.sdc
export NUM_CORES = 4
export LEC_CHECK = 1
export CORE_UTILIZATION = 50
--- constraint.sdc ---
current_design dig_main_basic_16x16

set clk_period 1.5
set clk_io_pct 0.2

create_clock -name clk0 -period $clk_period [get_ports {clk_ext}]

set non_clock_inputs [all_inputs -no_clocks]
set_input_delay [expr $clk_period * $clk_io_pct] -clock clk0 $non_clock_inputs
set_output_delay [expr $clk_period * $clk_io_pct] -clock clk0 [all_outputs]
==> results.txt <==
Quick summary of the implementation run below.

The run stopped with a tool error. Per the run summary, the flow got no further than synthesis. The first error in the log reads "ERROR: Found 8 problems in 'check -assert'". For this run, the number of Yosys warnings is 1.

Among all flip-flop cells after synthesis, the most frequent one is dfrtp_1. The post-synthesis async set-or-reset flop share came out at approximately nine tenths. Per the synth log, the flip-flop and latch total comes to about 67. The count of different cell masters after synthesis is ~47. The number of synthesized flops with an enable pin came out at 8. The chip area line of the yosys report is 3501 µm². The count of instantiated cells in the yosys netlist came out at 360. The sequential cell area fraction in the yosys report is around 49%.
-- Yosys cell counts, drive strengths merged (12+ instances only) --
| master | count | area share, % |
|---|---|---|
| a22oi | 19 | 4.1 |
| o21ai | 15 | 2.1 |
| nand3 | 22 | 3.1 |
| dfrtp | 58 | 41 |
| clkbuf | 12 | 1.3 |
| nand2 | 35 | 3.8 |
| ha | 17 | 6.1 |
| a21oi | 25 | 3.6 |
| nor2 | 27 | 3.0 |
| xnor2 | 17 | 4.3 |
| nor2b | 19 | 3.4 |
| and2 | 12 | 2.1 |
-- logic make-up after synthesis --
| group | synth area share, % |
|---|---|
| adder cells (fa/ha/maj) | 6.648 |
| buffers and inverters | 4.038 |
| XOR/XNOR | 5.254 |
| AND/OR/NAND/NOR | 21.48 |
| flip-flops | 49.07 |
| AND-OR/OR-AND | 12.22 |
| multiplexers | 1.179 |
| other | 0.1071 |
