==> flow/design.v <==
`timescale 1ns / 1ps
module LEDs_Line #(
    parameter WORD_WIDTH = 18,
    parameter T_WIDTH = 10000)
    (
    input clk,
    input rstn,
    input din,
    input din_ena,
    output [WORD_WIDTH-1:0] leds
    );
    reg [WORD_WIDTH-1:0] din_L18;
    assign leds = din_L18;
    always @(posedge clk or negedge rstn) begin
        if (!rstn) begin
            din_L18 <=18'd0;
        end
        else begin
            if (din_ena) begin
                din_L18[WORD_WIDTH-1:1] <= din_L18[WORD_WIDTH-2:0];
                din_L18[0] <=din;
            end
        end
    end
endmodule
==> flow/run.sh <==
#!/bin/bash
# OpenROAD 26Q1-2900-gdf79404cd8, Yosys 0.63+post, stock flow scripts
make -C /OpenROAD-flow-scripts/flow DESIGN_CONFIG=/design/flow/config.mk WORK_HOME=/design/flow/orfs finish
==> flow/config.mk <==
export PLATFORM = sky130hd
export DESIGN_NAME = LEDs_Line
export DESIGN_NICKNAME = LEDs_Line
export VERILOG_FILES = /design/flow/design.v
export SDC_FILE = /design/flow/constraint.sdc
export NUM_CORES = 4
export LEC_CHECK = 1
export CORE_AREA = 10 10 91 91
export DIE_AREA = 0 0 101 101
==> flow/constraint.sdc <==
current_design LEDs_Line

set clk_period 1.5
set clk_io_pct 0.2

create_clock -name clk0 -period $clk_period [get_ports {clk}]

set non_clock_inputs [all_inputs -no_clocks]
set_input_delay [expr $clk_period * $clk_io_pct] -clock clk0 $non_clock_inputs
set_output_delay [expr $clk_period * $clk_io_pct] -clock clk0 [all_outputs]
==> flow_summary_export.csv <==
group,metric,value,unit
status,status,"complete, no violations",
timing,hold_viol_final,0,
critical_path,crit_chain,"clkdlybuf4s50_1",
yosys,yosysWarnings,1,
final_layout,regMostFlops,"din_L18",
yosys,netlist_area,722,um2
detailed_routing,drc,0,
critical_path,critPathBufInv,1,
final_layout,area_growth_syn_to_layout,49.6,%
detailed_routing,wl_per_cell,10.9,um
critical_path,regToRegStartpoint,"din_L18[13]$_DFFE_PN0P_",
final_layout,final_util,17.0,%
power,power.total,1.85,mW
place,gp_congestion,0.711,
place,hpwl,1.24,mm
yosys,synth.distinct_cells,5,
detailed_routing,vias,398,
timing,post-route-worst-setup-slack,0.0775,ns
critical_path,path_max_fanout,3,
timing,worstMarginPinSlew,0.216,ns
worst_hold_path,hp-class,"in2async",
timing,fin_crit,1.42,ns
clock_tree,cts_made_buffers,3,
critical_path,reg2reg_depth,1,
run,cap_violations,0,
clock_tree,clkLatencyLatePin,0.24,ns
clock_tree,clk_pin_slew,0.06,ns
yosys,syn_inst,38,
timing,finalClockPeriodUsage,94.8,%
yosys,ys_area,722,um2
final_layout,final_cell_mix,"clkdlybuf4s50_1 (21), dfrtp_1 (18), mux2_4 (10), mux2_2 (8), clkbuf_8 (4)",
grt,grt_pass1_vias,407,
place,io_buffer_count,21,
timing,slew_headroom,85.6,%
floorplan,dieArea,0.0102,mm2
floorplan,std_cell_rows,29,
power,p_leak,0.454,nW
critical_path,critPathSlowestCell,"clkdlybuf4s50_1",
critical_path,critPathArrivalTime,1.12,ns
timing,hold_slack,0.383,ns
grt,grt_first_pass_wirelength,2.30,mm
clock_tree,clock-sinks,18,
timing,rsz0062_at_grt,"false",
yosys,ys.flops,18,
critical_path,critPathLaunch,"din_L18[6]$_DFFE_PN0P_",
yosys,synth_area_per_cell,19.0,um2
floorplan,die_x,101,um
final_layout,layout-drive-gt1-share,38.1,%
power,ir_drop,0.591,mV
detailed_routing,first_pass_iters,2,
critical_path,crit_type,"reg2out",
detailed_routing,wl,1.53,mm
grt,grtUsageTotal,2.90,%
clock_tree,postCtsHoldBufs,0,
critical_path,critical_path_required,1.20,ns
timing,fmax,0.703,GHz
yosys,ys_seq_share,62.4,%
grt,antenna_found_initial,0,
detailed_routing,drt_iter0_markers,5,
critical_path,cp-end-kind,"primary output",
detailed_routing,viasPerCell,2.84,
floorplan,design.core.area,0.00635,mm2
floorplan,initCoreUtil,11.4,%
final_layout,reg.largest.list,"din_L18 (18)",
place,place_ws,0.0237,ns
yosys,ys_cells,38,
critical_path,worst-path-stages,1,
final_layout,layout_top_cell,"clkdlybuf4s50_1",
power,p_per_area,1710,mW/mm2
critical_path,worstSetupStartpointType,"flip-flop",
run,warnings,25,
final_layout,largest_reg_flops,18,
clock_tree,root_buffer,"clkbuf_8",
grt,overflow,0,
clock_tree,post_cts_buffers,0,
detailed_routing,antenna_left,0,
clock_tree,cts_tree,"built",
clock_tree,cts_max_level,1,
critical_path,crit_family,"buffers and inverters",
timing,slew_viol_final,0,
timing,tns,0,ns
timing,setup_viol,0,
floorplan,ioPinCount,22,
timing,skew,0.00154,ns
clock_tree,clk_path_buf_depth,2,
detailed_routing,antenna_cells_inserted,0,
critical_path,slowest_delay,0.50,ns
clock_tree,post_cts_resized,0,
grt,grt_max_degree,19,
floorplan,die-height,101,um
## metrics by stage
stage	instance area, um2	std cells
6_report	1080	140
3_5_place_dp	1020	136
3_3_place_gp	1020	136
5_1_grt	1080	140
4_1_cts	1080	140
2_1_floorplan	722	38
## cell type report
class | instances | area (um2)
Clock buffer | 4 | 55.1
Sequential cell | 18 | 450
Tap cell | 77 | 96.3
Fill cell | 669 | 5270
Multi-Input combinational cell | 18 | 240
Timing Repair Buffer | 23 | 238
## Yosys cell counts, drive strengths merged
master | count | share of area, %
buf | 2 | 4.3
dfrtp | 18 | 62
mux2 | 18 | 33
## cell families (layout without fill, tap and decap cells)
group / Yosys count / after routing / share of synthesized area, %
buffers and inverters: 2 / 27 / 4.33
multiplexers: 18 / 18 / 33.3
flip-flops: 18 / 18 / 62.4
## path summary, 6_finish.rpt
check / endpoint / slack (ns)
min: din_L18[12]$_DFFE_PN0P_ / 0.38
min in group clk0: din_L18[17]$_DFFE_PN0P_ / 0.51
max reg2reg: din_L18[13]$_DFFE_PN0P_ / 0.71
max in group asynchronous: din_L18[1]$_DFFE_PN0P_ / 0.93
min reg2reg: din_L18[17]$_DFFE_PN0P_ / 0.51
max: leds[6] / 0.08
## power breakdown
group          total, mW  switching (mW)  internal [mW]
sequential         0.833           0.155          0.678
clock              0.375           0.143          0.232
combinational      0.643           0.105          0.537
## routing by layer
metal | GRT usage [%] | wire length [um] | vias up
li1 | - | - | 184
met4 | 0 | 0 | 0
met3 | 2.29 | 211 | 0
met2 | 4.13 | 679 | 12
met1 | 3.60 | 641 | 202
met5 | 0 | 0 | -
Power and IR drop assume default switching activity.
